File: /design/flow/config.mk
export PLATFORM = sky130hd
export DESIGN_NAME = regfile_sipo
export DESIGN_NICKNAME = regfile_sipo
export VERILOG_FILES = /design/flow/design.v
export SDC_FILE = /design/flow/constraint.sdc
export NUM_CORES = 4
export LEC_CHECK = 1
export CORE_UTILIZATION = 30
File: /design/flow/design.v
`timescale 1ns/10ps
module regfile_sipo(clk, rst, reg_enable, reg_write, src_addr,
				write_addr, write_data, src1, src2, src3, src4, src5);
input clk;
input rst;
input reg_enable;
input reg_write;
input [7-1:0] src_addr;
input [7-1:0] write_addr;
input [32-1:0] write_data;
output [32-1:0] src1;
output [32-1:0] src2;
output [32-1:0] src3;
output [32-1:0] src4;
output [32-1:0] src5;
reg [32-1:0] src1;
reg [32-1:0] src2;
reg [32-1:0] src3;
reg [32-1:0] src4;
reg [32-1:0] src5;
reg [32-1:0] R [128-1:0];
integer i;
always @ (posedge clk)
begin
	if(rst == 1'b1)
	begin
		src1 <= 32'b0;
		src2 <= 32'b0;
		src3 <= 32'b0;
		src4 <= 32'b0;
		src5 <= 32'b0;
		for(i = 0; i < 128; i = i+1)
		begin
			R [i] <= 32'b0;
		end
	end
	else
	begin
		if(reg_enable == 1'b1)
		begin
			if(reg_write == 1'b0)  
			begin
				src1[32-1:0] <= R[src_addr][32-1:0];
				src2[32-1:0] <= R[src_addr + 7'd1][32-1:0];
				src3[32-1:0] <= R[src_addr + 7'd2][32-1:0];
				src4[32-1:0] <= R[src_addr + 7'd3][32-1:0];
				src5[32-1:0] <= R[src_addr + 7'd4][32-1:0];
			end
			else  
			begin
				R[write_addr][32-1:0] <= write_data[32-1:0];
			end
		end
		else
		begin
			src1 <= src1;
			src2 <= src2;
			src3 <= src3;
			src4 <= src4;
			src5 <= src5;
		end
	end
end
endmodule
File: /design/flow/constraint.sdc
current_design regfile_sipo

set clk_period 106.8
set clk_io_pct 0.2

create_clock -name clk0 -period $clk_period [get_ports {clk}]

set non_clock_inputs [all_inputs -no_clocks]
set_input_delay [expr $clk_period * $clk_io_pct] -clock clk0 $non_clock_inputs
set_output_delay [expr $clk_period * $clk_io_pct] -clock clk0 [all_outputs]
File: /design/flow/run.sh
#!/bin/bash
# OpenROAD 26Q1-2900-gdf79404cd8, Yosys 0.63+post, stock flow scripts
make -C /OpenROAD-flow-scripts/flow DESIGN_CONFIG=/design/flow/config.mk WORK_HOME=/design/flow/orfs finish
==> tab_implementation.tex <==
% Generated from flow reports
\begin{tabular}{lr}
\hline
Metric & Value \\
\hline
\multicolumn{2}{l}{\textbf{Outcome}} \\
Status & complete, but fails checks \\
Violated checks & capacitance limit, slew limit \\
\multicolumn{2}{l}{\textbf{Placed design}} \\
\# port buffers & 209 \\
Half-perimeter wire length after placement & between 1000000 and 1500000 um \\
Weighted congestion at the end of routability-driven global placement & approximately 1.1 \\
Worst Setup Slack post-DPL & 77000 ps \\
\multicolumn{2}{l}{\textbf{Yosys}} \\
Post-synth EDFFs & 4096 \\
Number of instances in the synthesized netlist & approximately 21000 \\
Combined area of all synthesized cells & 0.298 sq mm \\
Largest combinational cell category by area & multiplexers \\
Number of cells in Yosys stat & 20500 \\
Area fraction in and, or, nand and nor cells & 13.3\% \\
Sequential-to-total area share from yosys stat & 42.4\% \\
FF+latch count, synth & $\sim$4300 \\
Async set-or-reset flop fraction in the synthesized netlist & 0\% \\
Top flip-flop cell by instance count after synthesis & sky130\_fd\_sc\_hd\_\_edfxtp\_1 \\
Distinct cell type count after synthesis & 68 \\
Xor and xnor fraction of the mapped netlist area & 0.0850\% \\
Fraction of the mapped netlist area in adder cells & 0.0210\% \\
Chip area from the yosys synthesis statistics & 0.298 sq mm \\
Compound-gate portion of the synthesized area & approximately 2.8\% \\
Synthesis Warnings & 1 \\
Mux cell area share & between 30\% and 40\% \\
Mean area per synthesized cell & 14.5 sq um \\
\multicolumn{2}{l}{\textbf{Clock network}} \\
Clock input transition at the sequential cells of the worst setup and hold paths & 60 ps \\
Late-Pin Clk Latency & 1120 ps \\
Max clock buf depth & 4 \\
Number of buffers inserted for hold repair after clock tree synthesis & 0 \\
Number of gates given a new drive strength after cts & 0 \\
Sinks on Clock Net & 4256 \\
Level count of the clock H-tree & 5 \\
TritonCTS clock tree & yes \\
Clk Tree Root Cell & sky130\_fd\_sc\_hd\_\_clkbuf\_16 \\
Clock buffers created by TritonCTS & $\sim$470 \\
Setup repair bufs after CTS & 0 \\
\multicolumn{2}{l}{\textbf{Timing}} \\
Worst rel slew slack & -9.06\% \\
Final Max Tran Viols & 17 \\
Number of hold violations in the final report & 0 \\
Portion of the clock cycle consumed by the worst path in the final layout & about 27\% \\
RSZ-0062 raised after global routing & no \\
Worst setup slack after layout & 78050 ps \\
Final setup viols & 0 \\
Worst Max-Slew Pin Slew & 1630 ps \\
Setup TNS & 0 ps \\
Peak Freq & between 30 and 40 MHz \\
Min Clock Period, post-route & between 20000 and 30000 ps \\
Clock tree skew after final layout & 87.5 ps \\
\multicolumn{2}{l}{\textbf{Critical path}} \\
Critical path class & in -> reg \\
Highest fanout seen on the critical path & 55 \\
Family with the most delay on the worst path & buffers and inverters \\
Critical path data arrival time & a little under 30000 ps \\
Capture point of the worst reg-to-reg path & src5[27] \\
Path depth of the worst reg2reg path & 7 \\
Cell occurring most often along the worst timing path & sky130\_fd\_sc\_hd\_\_buf\_4 \\
Launching element type of the critical path & input pin \\
Maximum single-stage delay on the critical path & around 920 ps \\
Max stage delay cell, worst path & sky130\_fd\_sc\_hd\_\_o211ai\_1 \\
Crit path buffers/inverters & 10 \\
Reg-to-reg slack, setup & between 100000 and 150000 ps \\
Nature of the critical path endpoint & flip-flop \\
R2R Path Start & R[76][27] \\
Cells along the critical path & buf\_16, buf\_4, buf\_4, buf\_4, buf\_4, buf\_4, buf\_4, buf\_4, buf\_4, mux4\_2, mux4\_2, o211ai\_1, buf\_4, a311oi\_1 \\
Required time at the worst-slack endpoint & 107730 ps \\
\multicolumn{2}{l}{\textbf{Final layout}} \\
FF+latch area & 0.126 sq mm \\
Number of inserted filler cells in the final layout & 93700 \\
Most used cells in the layout excluding fill and tap cells & 4716 x sky130\_fd\_sc\_hd\_\_mux4\_2, 4103 x sky130\_fd\_sc\_hd\_\_and2\_1, 4096 x sky130\_fd\_sc\_hd\_\_edfxtp\_1 \\
Share of post-route cells with drive strength above 1 & 36.0\% \\
Top logic cell by instance count in the layout & sky130\_fd\_sc\_hd\_\_mux4\_2 \\
Relative area change from synthesis to final layout & 13.0\% \\
Area of the multi-input gates & about 0.16 sq mm \\
\multicolumn{2}{l}{\textbf{Global routing}} \\
Number of antenna violations at the first check in global routing & 305 \\
Wire length of the first global-routing pass & 2100000 um \\
Maximum number of pins on one net before global-route repair & 106 \\
Via count of the first global-routing pass & 220000 \\
GRT overflow & 0 \\
Total global routing track utilization & between 30\% and 40\% \\
\multicolumn{2}{l}{\textbf{Die}} \\
Floorplan-stage core utilization & about 30\% \\
Core area & 0.988 sq mm \\
Die x size & approximately 1000 um \\
\# rows & between 300 and 400 \\
Number of placed I/O pins & approximately 210 \\
Die height & approximately 1000 um \\
DIE AREA & about 1 sq mm \\
\multicolumn{2}{l}{\textbf{Drt}} \\
Metal-1 WL & 428000 um \\
Detailed route wirelength on metal3 & between 300000 and 400000 um \\
Initial DRC count & $\sim$22000 \\
Average detailed-routed wire length per instance & 47.1 um \\
Top Metal Used & met5 \\
Number of iterations in the first detailed-routing pass & 8 \\
DRC & 0 \\
Via density & 6.38 \\
Tally of nets with antenna violations remaining after routing & 0 \\
Vias post-DR & 219000 \\
Post-detailed-routing wire length & $\sim$1600000 um \\
Met2 wire len & 631000 um \\
\multicolumn{2}{l}{\textbf{Worst hold path}} \\
End point of the most critical hold path & src2[21] \\
Count of cells along the worst hold path & 2 \\
Hold/Removal Path Class & reg -> reg \\
Beginning of the worst hold path & src2[21] \\
\multicolumn{2}{l}{\textbf{Power}} \\
Leakage power of the design & about 110 nW \\
Peak supply drop & 0.0000167 V \\
Power density normalized to cell area & around 15 mW/mm\^{}2 \\
\multicolumn{2}{l}{\textbf{Job}} \\
Number of warning messages in the logs & $\sim$44 \\
Count of maximum capacitance violations & 2 \\
\hline
\end{tabular}
## power breakdown
group / switching, mW / total (mW) / internal (mW) / leakage (nW)
combinational: 0.843 / 1.33 / 0.489 / 61.9
sequential: 0.105 / 2.02 / 1.92 / 40.2
clock: 0.765 / 1.77 / 1.01 / 7.91
total: 1.71 / 5.13 / 3.41 / 110
## metal layers
| layer | vias up | track usage, % |
|---|---|---|
| met3 | 4404 | 33.8 |
| met4 | 369 | 26.6 |
| met1 | 110000 | 31.1 |
| met2 | 21400 | 42.2 |
| li1 | 82000 | - |
| met5 | - | 18.8 |
## how the worst max path moves through the flow
stage               start  endpoint  slack, ps  cells past startpoint
CTS           src_addr[0]  src2[28]      78100                     16
global route  src_addr[0]  src3[12]      77470                     15
finish        src_addr[0]  src4[12]      78050                     14
## worst register-to-register path, stage by stage (launching register included)
cell and delay [ps]:
sky130_fd_sc_hd__edfxtp_1 450, sky130_fd_sc_hd__mux4_2 520, sky130_fd_sc_hd__mux4_2 480, sky130_fd_sc_hd__nand2_1 260, sky130_fd_sc_hd__nand3_1 510, sky130_fd_sc_hd__a21oi_1 1210
sky130_fd_sc_hd__buf_4 260, sky130_fd_sc_hd__nor4_1 50
## cells by family (layout without fill, tap and decap cells)
kind of cell,count (synthesis),after routing
AND-OR/OR-AND,1212,1212
XOR/XNOR,28,28
AND/OR/NAND/NOR,7245,7245
adder cells (fa/ha/maj),5,5
multiplexers,5320,5320
other,0,557
flip-flops,4256,4256
buffers and inverters,2458,2407
## Yosys cell counts (all sizes together) (41+ instances only)
cell type,count,share of area [%]
mux4,4716,36
and2,4104,8.6
edfxtp,4096,41
nand2,1623,2.0
clkbuf,1549,2.0
buf,904,1.6
nand3,627,1.1
mux2i,497,1.7
nor2,419,0.53
a21oi,278,0.47
dfxtp,160,1.1
o21ai,159,0.27
or2,130,0.27
a31oi,109,0.23
mux2,107,0.41
a221oi,90,0.26
o221ai,81,0.24
a32oi,76,0.22
nor4,70,0.15
o22ai,67,0.14
a22oi,63,0.16
a211oi,60,0.15
and3,59,0.12
o211ai,55,0.14
a311oi,49,0.14
nor2b,41,0.086
## flip-flops by register name, indices dropped and copies added, names as in the netlist
signal  flops
R        4096
src1       32
src2       32
src3       32
src4       32
src5       32
## through the flow
step,util (%),power (mW),cell area [sq um],hold WS [ps],instances
after global placement,32.2,3.29,318000,490,32800
final,34.0,5.13,336000,504,34200
after detailed placement,32.2,3.29,318000,496,32800
after CTS,33.9,5.04,335000,507,33700
after floorplan,-,2.69,298000,401,20500
after global routing,34.0,5.19,336000,543,34100
## area by class of cell
cell class,count,share of cell area [%]
inverter,5,0.0123
tap,13200,4.92
clock buffer,579,3.73
sequential,4256,37.5
antenna,557,0.415
clock inverter,310,1.13
timing repair buffer,1513,3.74
multi-input combinational,13800,48.5
Power is estimated from default activity; no workload was simulated.
