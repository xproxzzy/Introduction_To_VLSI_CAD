[design/flow/run.sh]
#!/bin/bash
# OpenROAD 26Q1-2900-gdf79404cd8, Yosys 0.63+post, stock flow scripts
make -C /OpenROAD-flow-scripts/flow DESIGN_CONFIG=/design/flow/config.mk WORK_HOME=/design/flow/orfs finish
[design/flow/config.mk]
export PLATFORM = sky130hd
export DESIGN_NAME = Manhattan
export DESIGN_NICKNAME = Manhattan
export VERILOG_FILES = /design/flow/design.v
export SDC_FILE = /design/flow/constraint.sdc
export NUM_CORES = 4
export LEC_CHECK = 1
export CORE_UTILIZATION = 50
[design/flow/constraint.sdc]
current_design Manhattan

set clk_period 13.7
set clk_io_pct 0.2

create_clock -name clk0 -period $clk_period [get_ports {clk}]

set non_clock_inputs [all_inputs -no_clocks]
set_input_delay [expr $clk_period * $clk_io_pct] -clock clk0 $non_clock_inputs
set_output_delay [expr $clk_period * $clk_io_pct] -clock clk0 [all_outputs]
[design/flow/design.v]
`timescale 1ns/10ps
module Manhattan(clk,
                 rst,
                 clear,
                 c_en,
                 if_en,
                 c_in0,
                 c_in1,
                 c_in2,
                 c_in3,
                 c_in4,
                 c_in5,
                 c_in6,
                 c_in7,
                 if_in,
                 d_0,
                 d_1,
                 d_2,
                 d_3,
                 d_4,
                 d_5,
                 d_6,
                 d_7);
  input  clk;
  input  rst;
  input  clear;
  input  c_en;
  input  if_en;
  input  [24-1:0] c_in0, c_in1, c_in2, c_in3, c_in4, c_in5, c_in6, c_in7;
  input  [24-1:0] if_in;
  output [10-1:0]   d_0, d_1, d_2, d_3, d_4, d_5, d_6, d_7;
reg [10-1:0]   d_0, d_1, d_2, d_3, d_4, d_5, d_6, d_7;
reg [24-1:0]   c_in0_store, c_in1_store, c_in2_store, c_in3_store, c_in4_store, c_in5_store, c_in6_store, c_in7_store;
reg [24-1:0]   if_in_store;
always @ (posedge clk)
begin
    if(clear == 1'b1)
	begin
		c_in0_store <= 24'b0;
		c_in1_store <= 24'b0;
		c_in2_store <= 24'b0;
		c_in3_store <= 24'b0;
		c_in4_store <= 24'b0;
		c_in5_store <= 24'b0;
		c_in6_store <= 24'b0;
		c_in7_store <= 24'b0;
		if_in_store <= 24'b0;
    end
    else
    begin
        if(c_en == 1'b1)
	    begin
			c_in0_store <= c_in0;
			c_in1_store <= c_in1;
			c_in2_store <= c_in2;
			c_in3_store <= c_in3;
			c_in4_store <= c_in4;
			c_in5_store <= c_in5;
			c_in6_store <= c_in6;
			c_in7_store <= c_in7;
        end
		else
		begin
			c_in0_store <= c_in0_store;
			c_in1_store <= c_in1_store;
			c_in2_store <= c_in2_store;
			c_in3_store <= c_in3_store;
			c_in4_store <= c_in4_store;
			c_in5_store <= c_in5_store;
			c_in6_store <= c_in6_store;
			c_in7_store <= c_in7_store;
		end
		if(if_en == 1'b1)
	    begin
			if_in_store <= if_in;
        end
		else
		begin
			if_in_store <= if_in_store;
		end
    end
end
always @ (*)
begin
	if(rst == 1'b1)
	begin
		d_0 = 10'b0;
		d_1 = 10'b0;
		d_2 = 10'b0;
		d_3 = 10'b0;
		d_4 = 10'b0;
		d_5 = 10'b0;
		d_6 = 10'b0;
		d_7 = 10'b0;
	end
	else
	begin
		d_0 = ((if_in_store[7:0]>c_in0_store[7:0])?if_in_store[7:0]-c_in0_store[7:0]:c_in0_store[7:0]-if_in_store[7:0]) +
			  ((if_in_store[15:8]>c_in0_store[15:8])?if_in_store[15:8]-c_in0_store[15:8]:c_in0_store[15:8]-if_in_store[15:8]) +
			  ((if_in_store[23:16]>c_in0_store[23:16])?if_in_store[23:16]-c_in0_store[23:16]:c_in0_store[23:16]-if_in_store[23:16]);
		d_1 = ((if_in_store[7:0]>c_in1_store[7:0])?if_in_store[7:0]-c_in1_store[7:0]:c_in1_store[7:0]-if_in_store[7:0]) +
			  ((if_in_store[15:8]>c_in1_store[15:8])?if_in_store[15:8]-c_in1_store[15:8]:c_in1_store[15:8]-if_in_store[15:8]) +
			  ((if_in_store[23:16]>c_in1_store[23:16])?if_in_store[23:16]-c_in1_store[23:16]:c_in1_store[23:16]-if_in_store[23:16]);
		d_2 = ((if_in_store[7:0]>c_in2_store[7:0])?if_in_store[7:0]-c_in2_store[7:0]:c_in2_store[7:0]-if_in_store[7:0]) +
			  ((if_in_store[15:8]>c_in2_store[15:8])?if_in_store[15:8]-c_in2_store[15:8]:c_in2_store[15:8]-if_in_store[15:8]) +
			  ((if_in_store[23:16]>c_in2_store[23:16])?if_in_store[23:16]-c_in2_store[23:16]:c_in2_store[23:16]-if_in_store[23:16]);
		d_3 = ((if_in_store[7:0]>c_in3_store[7:0])?if_in_store[7:0]-c_in3_store[7:0]:c_in3_store[7:0]-if_in_store[7:0]) +
			  ((if_in_store[15:8]>c_in3_store[15:8])?if_in_store[15:8]-c_in3_store[15:8]:c_in3_store[15:8]-if_in_store[15:8]) +
			  ((if_in_store[23:16]>c_in3_store[23:16])?if_in_store[23:16]-c_in3_store[23:16]:c_in3_store[23:16]-if_in_store[23:16]);
		d_4 = ((if_in_store[7:0]>c_in4_store[7:0])?if_in_store[7:0]-c_in4_store[7:0]:c_in4_store[7:0]-if_in_store[7:0]) +
			  ((if_in_store[15:8]>c_in4_store[15:8])?if_in_store[15:8]-c_in4_store[15:8]:c_in4_store[15:8]-if_in_store[15:8]) +
			  ((if_in_store[23:16]>c_in4_store[23:16])?if_in_store[23:16]-c_in4_store[23:16]:c_in4_store[23:16]-if_in_store[23:16]);
		d_5 = ((if_in_store[7:0]>c_in5_store[7:0])?if_in_store[7:0]-c_in5_store[7:0]:c_in5_store[7:0]-if_in_store[7:0]) +
			  ((if_in_store[15:8]>c_in5_store[15:8])?if_in_store[15:8]-c_in5_store[15:8]:c_in5_store[15:8]-if_in_store[15:8]) +
			  ((if_in_store[23:16]>c_in5_store[23:16])?if_in_store[23:16]-c_in5_store[23:16]:c_in5_store[23:16]-if_in_store[23:16]);
		d_6 = ((if_in_store[7:0]>c_in6_store[7:0])?if_in_store[7:0]-c_in6_store[7:0]:c_in6_store[7:0]-if_in_store[7:0]) +
			  ((if_in_store[15:8]>c_in6_store[15:8])?if_in_store[15:8]-c_in6_store[15:8]:c_in6_store[15:8]-if_in_store[15:8]) +
			  ((if_in_store[23:16]>c_in6_store[23:16])?if_in_store[23:16]-c_in6_store[23:16]:c_in6_store[23:16]-if_in_store[23:16]);
		d_7 = ((if_in_store[7:0]>c_in7_store[7:0])?if_in_store[7:0]-c_in7_store[7:0]:c_in7_store[7:0]-if_in_store[7:0]) +
			  ((if_in_store[15:8]>c_in7_store[15:8])?if_in_store[15:8]-c_in7_store[15:8]:c_in7_store[15:8]-if_in_store[15:8]) +
			  ((if_in_store[23:16]>c_in7_store[23:16])?if_in_store[23:16]-c_in7_store[23:16]:c_in7_store[23:16]-if_in_store[23:16]);
	end
end
endmodule
==> results.txt <==
dominant register cell = dfxtp_1
Crit Path Max Fanout = 13
synthesized cell area = 0.0281 mm2
initial antenna violation count = 5
Max Cap Viol = 0
Sink Count = 216
number of enable flip-flop cells = 0
Highest Signal Layer = met5
fraction of registers with async set/reset = 0
GR Overflow Total = 0
Yosys warning total = 1
IO Port Bufs = 300
area leader, netlist = ha_1
pwr/cell area = 173 mW/mm2
number of DRC markers in iteration 0 = 1,488
placed wire-length estimate = 75.4 mm
Slew @ Worst Pin = 0.970 ns
crit-path cells = buf_4 > ha_1 > and2b_1 > o21ai_0 > a21oi_1 > o41ai_2 > buf_4 > mux2i_1 > xor2_1 > fa_1 > inv_1 > ha_1 > nor2b_1 > o21ai_0 > a21oi_1 > o21ai_0 > a21oi_1 > xnor2_1 > nor2_1 > clkdlybuf4s50_1
via count = 24,681
die area = 0.0571 mm2
count of mapped cells out of synthesis = 3,411
nature of the critical path endpoint = output pin
First-pass DRT Iterations = 7
worst endpoint required time = 10.96 ns
die x size = 239 um
fraction of layout cells with a size suffix above 1 = 0.0375
vias per inst = 5.52
RSZ-0062 raised after global routing = false
max_slew headroom = 0.353
CTS tree = done
Final Hold Violating Endpoints = 0
Initial Util = 0.508
Area after DPL = 0.0320 mm2
yosys stat chip area = 0.0281 mm2
Setup Buffers After CTS = 0
most frequent cells after synthesis = nor2_1 (452), ha_1 (448), inv_1 (444)
Worst path slowest cell = dfxtp_1
Area Growth Syn to Fin = 17.3%
clock latency on the worst-skew pair = 0.59 ns
crit share post-route = 0.662
crit path kind = flip-flop to output pin
largest net degree at the start of global routing = 85
worst clock skew = 0 ns
GRT Util Overall = 0.354
DRT antenna net count = 0
Main area contributors = ha_1 (20%), dfxtp_1 (15%), mux2i_1 (13%), fa_1 (9.1%), nor2_1 (6.0%)
status = complete, no violations
detailed-route wire length = 97.9 mm
hold_buf cts = 0
type of origin of the critical path = flip-flop
endpoints failing setup = 0
# IOs = 301
Critical Path AT = 6.32 ns
global-route wire length before repair = 144 mm
Met2 Wirelength = 41.0 mm
Avg Inst Size Synth = 8.24 um2
Site Rows = 86
Registers, synthesis = 216
root buf cell = clkbuf_16
CTS buffer count = 28
CTS Buffer Depth = 3
DR WL met3 = 10.1 mm
vertical die size = 239 um
CP max stage delay = 0.62 ns
Max Clk Rate = 0.110 GHz
Hold WC Path Type = flip-flop to flip-flop
final slew viol count = 0
Pleak = 15.3 nW
post-route cell area = 0.0330 mm2
Top cell area share = 0.199
Synth cell types = 70
drt drc = 0
gpl congestion = 1.00
CTS resizes = 0
OpenROAD warning count = 217
Core Area = 0.0553 mm2
setup_tns = 0 ns
wire length on met1 = 41.8 mm
most frequent cell after synthesis = nor2_1
min Tclk post-route = 9.06 ns
H-tree depth = 1
Seq share, synth = 0.154
vias in the first global route = 23,717
Wirelength per Cell = 21.9 um
yosys cell count = 3,411
peak supply drop = 0.227 mV
Reg clk slew, reported paths = 0.07 ns
cell families (layout without fill, tap and decap cells):
| group | Yosys count | after routing | synth area share |
|---|---|---|---|
| buf+inv | 539 | 839 | 0.0732 |
| other cells | 0 | 9 | 0 |
| xor+xnor | 193 | 193 | 0.0602 |
| flops | 216 | 216 | 0.154 |
| simple gates | 873 | 873 | 0.144 |
| fa+ha+maj | 576 | 576 | 0.291 |
| compound gates | 629 | 629 | 0.140 |
| mux | 385 | 385 | 0.138 |
critical path: cells and delay by family, from the launching register on:
family / cells / cell delay (ns)
compound gates: 7 / 1.66
xor+xnor: 2 / 0.48
fa+ha+maj: 3 / 1.03
buf+inv: 4 / 1.27
flops: 1 / 0.62
mux: 1 / 0.22
simple gates: 3 / 0.42
power by group:
part | internal, mW | leakage [nW] | switching, mW | total, mW
sequential | 0.666 | 1.78 | 0.0528 | 0.719
combinational | 2.13 | 13.1 | 2.07 | 4.20
clock | 0.431 | 0.455 | 0.342 | 0.773
total | 3.23 | 15.3 | 2.46 | 5.69
metal layers:
layer | GRT usage | up-vias
li1 | - | 12118
met1 | 0.485 | 11585
met2 | 0.513 | 811
met3 | 0.126 | 163
met4 | 0.150 | 4
met5 | 0.00866 | -
placed cells by master, fill, tap and decap left out, drive strengths merged, types with 11 or more instances in the layout:
master,n
nor4,24
mux2i,377
nand4,28
nor2b,116
ha,448
nor2,453
o21a,16
nand3,14
xor2,81
xnor2,112
inv,450
fa,128
clkdlybuf4s50,297
o211ai,11
o21ai,166
nand2,68
clkbuf,30
a21o,93
a21oi,248
or3,15
buf,46
o41ai,13
nand2b,30
a211oi,18
nor3,102
dfxtp,216
final timing paths:
check                           cells after the start              end  slack, ns            start
worst max register to register                      3  if_in_store[13]      12.20  if_in_store[13]
worst min register to register                      2   if_in_store[4]       0.52   if_in_store[4]
worst max-delay path                               20           d_7[9]       4.64   if_in_store[1]
worst min-delay path                                2   if_in_store[4]       0.52   if_in_store[4]
flip-flops by register name (all words and copies together), names as in the netlist:
name	flops
c_in3_store	24
c_in0_store	24
c_in5_store	24
c_in1_store	24
c_in6_store	24
c_in7_store	24
if_in_store	24
c_in4_store	24
c_in2_store	24
metrics by stage:
stage          setup WS (ns)  instances  hold slack (ns)  utilization  power, mW
5_1_grt                 4.23       4459            0.542        0.595       6.21
3_3_place_gp            5.48       4407            0.495        0.578       4.87
4_1_cts                 4.62       4459            0.517        0.595       5.71
6_report                4.64       4468            0.517        0.596       5.69
3_5_place_dp            5.26       4407            0.491        0.578       4.90
2_1_floorplan           6.57       3411            0.490            -       3.46
cell type report:
type                            instances  area (um2)
Tap cell                              748         936
Antenna cell                            9        22.5
Sequential cell                       216        4320
Multi-Input combinational cell       2656       21700
Clock inverter                         22         215
Inverter                              444        1670
Timing Repair Buffer                  343        3340
Fill cell                            4654       22400
Clock buffer                           30         729
Power figures rest on the tool's default switching activity, not on a simulated workload.
